==> design/flow/design.v <==
module DFF(D,      
           Q,      
			  Write,  
			  Reset,  
			  Clk);   
	input D;
	input Write;
	input Reset;
	input Clk;
	output Q;
	reg data;
	assign Q= data;
	always @ (posedge Clk)
	if (Reset) begin
		data <= 1'b0;
	end  else begin
		if(Write)
			data <= D; 
	end
endmodule
module nbit_demux(DeMuxIn,    
                  DeMuxOut,   
						DeMuxSel);  
parameter SELECT_WIDTH = 3;
input  DeMuxIn;
input  [SELECT_WIDTH-1:0] DeMuxSel;
output [2 ** SELECT_WIDTH-1:0] DeMuxOut;
wire [2 ** SELECT_WIDTH-1:0] select;
generate
	genvar i;  
	assign select[2 ** SELECT_WIDTH-1:0] = 2 ** DeMuxSel[SELECT_WIDTH-1:0];
	for(i= 0;i< 2 ** SELECT_WIDTH;i= i+1)
	begin:demux_loop
		assign DeMuxOut[i] = DeMuxIn & select[i];
	end	
endgenerate
endmodule
module nbit_register_file(WriteData,    
                          ReadData1,    
                          ReadData2,    
                          ReadSelect1,  
                          ReadSelect2,  
                          WriteSelect,  
                          WriteEnable,  
                          Reset,        
                          Clk);         
parameter REG_SELECT_WIDTH = 5;
parameter DATA_WIDTH = 32;
input [DATA_WIDTH-1:0]       WriteData;
input [REG_SELECT_WIDTH-1:0] ReadSelect1;
input [REG_SELECT_WIDTH-1:0] ReadSelect2;
input [REG_SELECT_WIDTH-1:0] WriteSelect;
input WriteEnable;
input Reset;
input Clk;
output [DATA_WIDTH-1:0] ReadData1;
output [DATA_WIDTH-1:0] ReadData2;
wire [DATA_WIDTH-1:0] w_reg_to_outmux [2 ** REG_SELECT_WIDTH-1:0];
wire [2 ** REG_SELECT_WIDTH-1:0] w_write_select;
assign ReadData1 = w_reg_to_outmux[ReadSelect1];
assign ReadData2 = w_reg_to_outmux[ReadSelect2];
nbit_demux #(REG_SELECT_WIDTH) writeselect (WriteEnable, w_write_select, WriteSelect);
generate
	genvar i,j;  
	for(i= 0;i< DATA_WIDTH;i= i+1)
	begin:reg_loop1
		 for(j= 0;j< 2 ** REG_SELECT_WIDTH;j= j+1)
		 begin:reg_loop2
			 DFF DFFS (WriteData[i],w_reg_to_outmux[j][i],w_write_select[j],Reset,Clk);
		 end
	end
endgenerate
endmodule
==> design/flow/run.sh <==
#!/bin/bash
# OpenROAD 26Q1-2900-gdf79404cd8, Yosys 0.63+post, stock flow scripts
make -C /OpenROAD-flow-scripts/flow DESIGN_CONFIG=/design/flow/config.mk WORK_HOME=/design/flow/orfs finish
==> design/flow/config.mk <==
export PLATFORM = sky130hd
export DESIGN_NAME = nbit_register_file
export DESIGN_NICKNAME = nbit_register_file
export VERILOG_FILES = /design/flow/design.v
export SDC_FILE = /design/flow/constraint.sdc
export NUM_CORES = 4
export LEC_CHECK = 1
export CORE_UTILIZATION = 40
==> design/flow/constraint.sdc <==
current_design nbit_register_file

set clk_period 10.0
set clk_io_pct 0.2

create_clock -name clk0 -period $clk_period [get_ports {Clk}]

set non_clock_inputs [all_inputs -no_clocks]
set_input_delay [expr $clk_period * $clk_io_pct] -clock clk0 $non_clock_inputs
set_output_delay [expr $clk_period * $clk_io_pct] -clock clk0 [all_outputs]
==> impl_metrics.ini <==
; flow metrics
[run_status]
status = finished clean

[placed_design]
io_buffers = 113
place_congestion = 1.09
dp_hpwl_microns = 189000

[finish]
regMostFlops = reg_loop1.reg_loop2.DFFS.data
largest_reg_flops = 1024
final-comb-area_sq_um = 25400
area_growth_pct = 15.5
top_regs = reg_loop1.reg_loop2.DFFS.data x1024
drive_gt1_share_pct = 9.24
final-seq-area_sq_um = 20500
n_fill_cell = 11521

[clocking]
root_buffer = clkbuf_16
clkLatencyLatePin_ps = 750
cts_tree = yes
post_cts_resized = 0
cts-buffers-inserted = 113
htreeDepth = 3
clock_sinks = 1024
cts_buffer_depth = 3
cts_hold_buf = 0
cts_setup_buffers = 0
path_clk_slew_ps = 70

[power_and_ir_drop]
powerDensity_nw_per_um2 = 168
power_frac_clock_pct = 49.0
switchingPower_mw = 2.42
seqPwrFrac_pct = 44.6
p_leak_nw = 18.1
combPwrFrac_pct = 6.3
sw_frac_of_total_pct = 26.1
ir_drop_uv = 142
p_int_mw = 6.86

[grt]
grt_pass1_vias = 51500
grt_max_degree = 153
track_usage_pct = 53.7
globalRouteOverflowTotal = 0
antenna_found_initial = 27
grt_pass1_wl_microns = 431000

[synth]
ys_area_sq_um = 47800
top_cell = nand2_1
postSynth.asyncResetShare_pct = 0
yosys_cells = 6638
synth_cell_types = 50
yosysSeqAreaShare_pct = 42.9
synth_warnings = 2
common_cells = nand2_1, a21oi_1, dfxtp_1
syn_area_per_cell_sq_um = 7.20
top_cell_area_share_pct = 42.9
yosys.area.top_type = dfxtp_1
netlist_area_sq_um = 47800
synthFlopType = dfxtp_1
enable_flop_cells = 0
synth-seq-cells = 1024
synthTopCellsByArea = dfxtp_1, nand2_1, a22oi_1
syn-instance-count = 6638

[critical_path]
startpoint = ReadSelect1[2]
cp_data_required_time_ps = 8000
crit_top_cell = clkdlybuf4s50_1
end_kind = primary output
worstSetupPathType = in2out
slowest_stage = clkdlybuf4s50_1
arrival_ps = 6590
cp_cell_sequence = clkdlybuf4s50_1 -> or3b_2 -> nor2_4 -> buf_4 -> a22oi_1 -> nand4_1 -> nor3_1 -> a21oi_1 -> clkdlybuf4s50_1
crit_family = buffers and inverters
slowest_delay_ps = 920
crit_path_max_fanout = 18
start_kind = input pin
rr_startpoint = reg_loop1[10].reg_loop2[21].DFFS.data
critPathBufInv = 3

[hold_path]
hold_class = reg2reg
worstHoldStart = reg_loop1[19].reg_loop2[25].DFFS.data

[floorplanning]
coreArea_sq_um = 118000
fp_util_pct = 40.4
die_w_microns = 348
dieArea_sq_um = 121000
rows = 126
die_y_microns = 348
ioPinCount = 114

[final_timing]
fin_crit_ps = 8590
max_slew_margin_pct = 19.6
min_period_over_period_pct = 85.9
worst_slew_pin_slew_ps = 1190
fin_hold_ws_ps = 472
slew_violations = 0
finalSetupViolations = 0
skew_ps = 0
max_clock_freq_mhz = 116
hold_viol = 0
finalSetupTns_ps = 0
rsz0062_at_grt = false

[drt]
vias = 57488
wl_per_cell_microns = 39.5
wl_microns = 322000
drt_iter0_drc = 9157
first_pass_iters = 11
ant_nets = 0
viasPerCell = 7.05
drc_errors = 0

[flow_run]
warnings = 50
drv_cap = 0
[logic make-up after synthesis]
group,count (synthesis),share of synthesized area [%]
multiplexers,12,0.267
buffers and inverters,642,5.49
flip-flops,1024,42.9
AND/OR/NAND/NOR,2857,24.0
AND-OR/OR-AND,2103,27.4
[stage by stage]
| stage | cell area, sq um | std cells | utilization (%) | setup WS (ps) | total power, mW |
|---|---|---|---|---|---|
| detailed placement | 51200 | 7918 | 43.3 | 1900 | 4.77 |
| floorplan | 47800 | 6638 | - | 4530 | 4.47 |
| global placement | 51200 | 7918 | 43.3 | 1910 | 4.77 |
| global route | 55100 | 8129 | 46.6 | 1540 | 9.40 |
| CTS | 55100 | 8126 | 46.6 | 1900 | 9.20 |
| finish | 55200 | 8155 | 46.7 | 1410 | 9.28 |
[cell type report]
type	instances	area share, %
Clock inverter	55	1.34
Antenna cell	29	0.131
Sequential cell	1024	37.1
Clock buffer	153	5.81
Timing Repair Buffer	382	5.99
Multi-Input combinational cell	4972	46.1
Tap cell	1536	3.48
Inverter	4	0.0272
[layer usage]
metal | vias up | global-route usage [%] | routed length [microns] | part of all wire [%]
li1 | 22944 | - | - | -
met1 | 26984 | 67.9 | 111000 | 34
met2 | 5734 | 66.9 | 119000 | 37
met3 | 1785 | 35.0 | 62400 | 19
met4 | 41 | 33.7 | 28700 | 8.9
met5 | - | 4.60 | 943 | 0.29
[cell usage in the layout (no fill, tap or decap), drive strengths merged, types with 7 or more instances in the layout]
| master | count |
|---|---|
| o32a | 9 |
| diode | 29 |
| a221oi | 21 |
| clkdlybuf4s50 | 110 |
| a22oi | 857 |
| bufinv | 15 |
| nor2b | 10 |
| nand2b | 13 |
| a22o | 20 |
| a2111oi | 7 |
| and3 | 7 |
| nor4 | 45 |
| nand2 | 2363 |
| inv | 11 |
| nor2 | 174 |
| dfxtp | 1024 |
| clkbuf | 153 |
| buf | 272 |
| or3 | 10 |
| a221o | 7 |
| a222oi | 20 |
| clkinv | 28 |
| nor3 | 71 |
| a31oi | 14 |
| o21ai | 12 |
| nand4 | 89 |
| nand3 | 37 |
| a21oi | 1118 |
[tightest hold or removal path: stages (launching register included)]
cell	delay [ps]
dfxtp_1	320
nand2_1	50
a21oi_1	50
[power by group through the flow]
| stage | registers (mW) | clock network, mW | logic [mW] |
|---|---|---|---|
| 4_1_cts | 4.14 | 4.52 | 0.540 |
| 5_1_grt | 4.14 | 4.68 | 0.575 |
| 6_report | 4.14 | 4.55 | 0.588 |
[path summary, 6_finish.rpt]
kind,endpoint,slack (ps),cells past startpoint
max,ReadData1[26],1410,9
min,reg_loop1[19].reg_loop2[25].DFFS.data,470,2
max reg2reg,reg_loop1[10].reg_loop2[21].DFFS.data,9150,2
min reg2reg,reg_loop1[19].reg_loop2[25].DFFS.data,470,2
No activity file was given, so power comes from the tool's default toggle rates.
